<file path="run.sh">
#!/bin/bash
# OpenROAD 26Q1-2900-gdf79404cd8, Yosys 0.63+post, stock flow scripts
make -C /OpenROAD-flow-scripts/flow DESIGN_CONFIG=/design/flow/config.mk WORK_HOME=/design/flow/orfs finish
</file>
<file path="design.v">
module clock_1sec(clk_og,clk_1hz);
	input clk_og;
	output reg clk_1hz=0;
	reg[25:0] count = 0;
	always@(posedge clk_og)
	begin
		if(count<250000)
		begin	
			count<=count+1;
		end
		else
		begin
			count<=0;
			clk_1hz<=~clk_1hz;
		end
	end	
endmodule
module clock_4Hz(clk_og,clk_4hz);
	input clk_og;
	output reg clk_4hz=0;
	reg[25:0] count = 0;
	always@(posedge clk_og)
	begin
		if(count<6250000)
		begin	
			count<=count+1;
		end
		else
		begin
			count<=0;
			clk_4hz<=~clk_4hz;
		end
	end	
endmodule
</file>
<file path="constraint.sdc">
current_design clock_4Hz

set clk_period 4.8
set clk_io_pct 0.2

create_clock -name clk0 -period $clk_period [get_ports {clk_og}]

set non_clock_inputs [all_inputs -no_clocks]
set_input_delay [expr $clk_period * $clk_io_pct] -clock clk0 $non_clock_inputs
set_output_delay [expr $clk_period * $clk_io_pct] -clock clk0 [all_outputs]
</file>
<file path="config.mk">
export PLATFORM = sky130hd
export DESIGN_NAME = clock_4Hz
export DESIGN_NICKNAME = clock_4Hz
export VERILOG_FILES = /design/flow/design.v
export SDC_FILE = /design/flow/constraint.sdc
export NUM_CORES = 4
export LEC_CHECK = 1
export CORE_AREA = 10 10 87 87
export DIE_AREA = 0 0 97 97
</file>
==> impl_metrics.yaml <==
# implementation run metrics
outcome:
  status: "finished clean"
synth:
  synth_cells: 131
  synth_cell_types: 30
  synth_area_sq_um: 1210
  synth_area_leader_cell: "dfxtp_1"
  ys_seq_share_pct: 45.4
  edf_count: 1
  flop_cell: "dfxtp_1"
  yosysTopAreaCellShare_pct: 42.9
  top_cell: "dfxtp_1"
  ys.flops: 27
  top_cells_by_count: "dfxtp_1 (26), nor3_1 (14), or3_1 (9)"
  synth_stat.cells: 131
  ys_async_sr_fraction_pct: 0
  yosys-stat-area_sq_um: 1210
  synthTopCellsByArea: "dfxtp_1 (43%), nor3_1 (5.8%), xnor2_1 (5.1%)"
  synth.avg_cell_area_sq_um: 9.26
  ys_warn_count: 1
power_and_ir_drop:
  p_leak_nw: 0.372
  p_per_area_nw_per_um2: 267
  p_total_uw: 361
  peakVddDrop_uv: 157
timing:
  setup_viol: 0
  slew_viol_final: 0
  worstMarginPinSlew_ps: 778
  finalSetupTns_ps: 0
  relSlewSlack_pct: 48.1
  clock_skew_ps: 2.78
  finalCritPeriodShare_pct: 42.6
  period_needed_ps: 2050
  rsz0062_at_grt: "false"
  hold_viol: 0
  max_freq_mhz: 489
clocking:
  h-tree-depth: 1
  cts_sinks: 27
  ctsHoldBuffers: 0
  cts_buffers: 3
  clk_path_buf_depth: 2
  insertion_delay_ps: 270
  cts_tree: "done"
  postCtsSetupBuffers: 0
  cts-resized-gates: 0
  root_buffer: "clkbuf_8"
  clk_pin_slew_ps: 90
worst_hold_path:
  min_path_type: "register to register"
  hp-start: "count[0]"
setup_path:
  startpoint: "clk_4hz"
  crit_chain: "clkdlybuf4s50_1"
  critPathTopFamily: "buffers and inverters"
  crit_end: "clk_4hz"
  critPathLaunchType: "register"
  path_depth: 1
  critical_path_class: "register to primary output"
  max_stage_delay_ps: 470
  reg2reg_from: "count[3]"
  crit_path_end_kind: "primary output"
  rr_worst_depth: 4
  crit_buf_inv: 1
  worst-endpoint-arrival_ps: 1090
  r2r_slack_ps: 2960
  cp_slowest_cell: "clkdlybuf4s50_1"
  worstPathRequired_ps: 3840
  reg2reg_to: "count[20]"
  crit_fanout: 2
run:
  warnings: 25
  max_cap_viol_count: 0
floorplanning:
  die_area_sq_um: 9410
  num_rows: 27
  initial_core_util_pct: 21.5
  dieWidth_microns: 97
  ios: 2
  die_h_microns: 97
  core_area_sq_um: 5640
drt:
  first_iter_violations: 73
  vias_per_cell: 4.55
  finalWirelength_mm: 2.15
  antenna_left: 0
  detail_route.first_pass.iterations: 4
  wl_per_cell_microns: 10.4
  n_antenna_cell: 0
  vias: 937
  drc_errors: 0
global_route:
  grt-ovfl-total: 0
  grt_pass1_wl_mm: 3.90
  antenna_found_initial: 0
  grt_util_all_layers_pct: 4.52
  grt_pass1_vias: 879
  grt_max_degree: 25
finish:
  fin_util_pct: 24.0
  drive_gt1_share_pct: 5.22
  fillers: 587
  area_growth_pct: 11.3
placed_design:
  gp_congestion: 0.787
  hpwl_mm: 1.46
  port-buffer-count: 1
[flip-flops by register name (all words and copies together) (netlist names)]
register,count
clk_4hz,1
count,26
[cell usage in the layout (no fill, tap or decap), drive strengths merged, types with 5 or more instances in the layout]
| cell type | n |
|---|---|
| dfxtp | 26 |
| nor3 | 14 |
| or3 | 9 |
| nand2 | 8 |
| a211oi | 8 |
| nand3 | 7 |
| xnor2 | 7 |
| nand4 | 7 |
| o21ai | 6 |
| xor2 | 5 |
| nor4 | 5 |
[worst reg2reg max path, stage by stage, from the launching register on]
cell and delay (ps):
dfxtp_1 470, nand4_4 190, or4_4 560, or3_1 320, a211oi_1 220
[how the worst min path moves through the flow]
stage,to,slack [ps],cells after the start
4_1_cts,count[0],490,1
5_1_grt,count[0],510,1
6_report,count[0],490,1
[logic make-up (layout without fill, tap and decap cells)]
| logic type | after synthesis | count (layout) | share of synthesized area [%] |
|---|---|---|---|
| other cells | 1 | 3 | 0.309 |
| fa+ha+maj | 1 | 1 | 1.03 |
| simple gates | 61 | 61 | 30.3 |
| flops | 27 | 27 | 45.4 |
| buf+inv | 8 | 9 | 2.78 |
| xor+xnor | 12 | 12 | 8.66 |
| compound gates | 21 | 21 | 11.5 |
[power breakdown]
group	internal (mW)	switching (mW)
clock network	0.0593	0.0656
logic	0.00305	0.00322
registers	0.229	0.00128
[metal layers]
layer  vias to the layer above  wire length, microns  global-route usage (%)
li1                        502                     -                       -
met3                         2                    67                    1.00
met1                       425                  1120                    6.39
met2                         8                   950                    7.16
met5                         -                     0                       0
met4                         0                     6                   0.338
[cell type report]
type	instances	area, sq um	share of cell area, %
tap	72	90.1	6.67
clock buffer	4	45.0	3.33
timing repair buffer	2	17.5	1.30
inverter	3	11.3	0.833
multi-input combinational	98	637	47.1
sequential	27	551	40.7
[per-stage QoR]
| stage | hold WS (ps) | cell area (sq um) | setup WS (ps) | cells |
|---|---|---|---|---|
| after floorplan | 449 | 1220 | 3100 | 133 |
| after global placement | 460 | 1310 | 2990 | 202 |
| after detailed placement | 474 | 1310 | 2950 | 202 |
| after CTS | 487 | 1350 | 2720 | 206 |
| after global routing | 509 | 1350 | 2700 | 206 |
| final | 486 | 1350 | 2750 | 206 |
